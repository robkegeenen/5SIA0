### ./constraint.sdc
current_design RAM_SDP_BE

set clk_period 57.2
set clk_io_pct 0.2

create_clock -name clk0 -period $clk_period [get_ports {clock}]

set non_clock_inputs [all_inputs -no_clocks]
set_input_delay [expr $clk_period * $clk_io_pct] -clock clk0 $non_clock_inputs
set_output_delay [expr $clk_period * $clk_io_pct] -clock clk0 [all_outputs]
### ./config.mk
export PLATFORM = sky130hd
export DESIGN_NAME = RAM_SDP_BE
export DESIGN_NICKNAME = RAM_SDP_BE
export VERILOG_FILES = /design/flow/design.v
export SDC_FILE = /design/flow/constraint.sdc
export NUM_CORES = 4
export LEC_CHECK = 1
export CORE_UTILIZATION = 50
### ./run.sh
#!/bin/bash
# OpenROAD 26Q1-2900-gdf79404cd8, Yosys 0.63+post, stock flow scripts
make -C /OpenROAD-flow-scripts/flow DESIGN_CONFIG=/design/flow/config.mk WORK_HOME=/design/flow/orfs finish
### ./design.v
module RAM_SDP_BE
#(
	parameter DATA_WIDTH = 8,
	parameter ADDR_WIDTH = 8,
	parameter DATAFILE = "",
	parameter DO_INIT = 1,
	parameter ADDRESSABLE_SIZE = 8
)
(
	clock,
	data,
	rdaddress,
	wraddress,
	wren,
	rden,
	q);
	localparam NUM_MEMS = DATA_WIDTH / ADDRESSABLE_SIZE;
	input	  clock;
	input	[DATA_WIDTH-1:0]  data;
	input	[ADDR_WIDTH-1:0]  rdaddress;
	input	[ADDR_WIDTH-1:0]  wraddress;
	input	  [NUM_MEMS-1:0] wren;
	input	  rden;
	output	[DATA_WIDTH-1:0]  q;
	reg [ADDR_WIDTH-1:0] rReadAddress;
	reg [ADDR_WIDTH-1:0] rWriteAddress;
	reg [DATA_WIDTH-1:0] rWriteData;
	reg [DATA_WIDTH-1:0] rRAM [2**ADDR_WIDTH-1:0];
	reg  [NUM_MEMS-1:0] rWriteEnable;
	initial begin
		if (DO_INIT & DATAFILE!="")
			$readmemb(DATAFILE, rRAM, 0, 2**ADDR_WIDTH-1);
	end
	integer x;
	always @(posedge clock)
	begin
			rReadAddress <= rdaddress;
			rWriteAddress <= wraddress;
			rWriteEnable <= wren;
			rWriteData <= data;			
		for (x=0; x<NUM_MEMS; x=x+1)
			if (rWriteEnable[x])
				rRAM[rWriteAddress][x*ADDRESSABLE_SIZE+:ADDRESSABLE_SIZE] <= rWriteData[x*ADDRESSABLE_SIZE+:ADDRESSABLE_SIZE];
	end
	genvar currMem;
	generate
		for (currMem=0; currMem<NUM_MEMS; currMem=currMem+1)
			begin : forwarding
				assign q[(currMem+1)*ADDRESSABLE_SIZE-1:(currMem+0)*ADDRESSABLE_SIZE] = (rReadAddress == rWriteAddress & rWriteEnable[currMem]) ? rWriteData[(currMem+1)*ADDRESSABLE_SIZE-1:(currMem+0)*ADDRESSABLE_SIZE] : rRAM[rReadAddress][(currMem+1)*ADDRESSABLE_SIZE-1:(currMem+0)*ADDRESSABLE_SIZE];
			end
	endgenerate
endmodule
==> results.toml <==
# implementation run metrics
[outcome]
status = "finished clean"

[min_path]
hold_depth = 0
holdCritPathClass = "reg -> reg"

[clock_tree]
cts_htree_levels = 4
clock_tree.root_cell = "sky130_fd_sc_hd__clkbuf_16"
clock_latency_ps = 850
postCtsResizedCells = 0
post-cts-setup-buffer-count = 0
path_clk_slew_ps = 60
cts_hold_buf = 0
cts_tree = "yes"
numClockSinks = 2073
tritoncts.num_buffers = 206
clk_path_buf_depth = 3

[pwr]
power.density_cell_area_mw_per_mm2 = 34.7
clock_power_share_pct = 41.1
p_int_w = 0.00244
pwr-share-seq_pct = 54.2
power.combinational.fraction_pct = 4.7
p_total_w = 0.00310
power.ir.vdd_worst_v = 0.0000322
switching_power_as_a_share_of_total_power_pct = 21.4
static-leakage-power_nw = 28.1
total_switching_power_w = 0.000664

[sta]
worst_slack_ps = 38510
transition_at_the_pin_with_the_smallest_max_transition_slack_ps = 1180
final_report_hold_violation_count = 0
post-route-period-util_pct = 32.7
max_freq_mhz = 53.5
skew_ps = 38.5
timing.final.max_slew_violations = 0
timing.final.setup_violations = 0
timing.max_slew.rel_slack_pct = 20.6
final_worst_path_period_need_ps = 18690
setup-tns-final_ps = 0
rsz0062_at_grt = "false"

[finish]
layout.cells.most_common = "sky130_fd_sc_hd__edfxtp_1"
layout.cells.non_filler = 6414
count_of_filler_cells_inserted_in_the_layout = 11600
area_growth_syn_to_layout_pct = 11.6
finalCoreUtilization_pct = 56.3
drive_above_1_share_pct = 18.4
final_layout_top_logic_cells = "sky130_fd_sc_hd__edfxtp_1 (2048), sky130_fd_sc_hd__mux4_2 (350), sky130_fd_sc_hd__mux2i_1 (315)"

[synthesis]
synth_stat.cells = 4024
post-synth-top-area-cell = "sky130_fd_sc_hd__edfxtp_1"
yosys.cell_types.count = 48
proportion_of_register_bits_with_asynchronous_set_or_reset_after_synthesis_pct = 0
edf_count = 2048
postSynthRegisterBits = 2073
post_synth_inst_count = 4024
yosysTopAreaCellShare_pct = 76.8
synth-area-yosys_mm2 = 0.0801
netlist_top_cells_area = "sky130_fd_sc_hd__edfxtp_1 (77%), sky130_fd_sc_hd__mux4_2 (9.8%), sky130_fd_sc_hd__mux2i_1 (3.9%)"
syn_avg_cell_area_um2 = 19.9
ff_type = "sky130_fd_sc_hd__edfxtp_1"
yosys_warnings = 1
syn-cell-area_mm2 = 0.0801
ys_seq_share_pct = 77.4

[critical_path]
cp_max_fanout = 35
startpoint_type = "register"
setup.worst_path.end_class = "primary output"
worst-endpoint-arrival_ps = 7250
timing.reg2reg.worst_path_depth = 4
path_class = "reg -> out"
critical_path_required_ps = 45760

[drt]
vias_per_cell = 6.12
finalWirelength_mm = 194
firstDrtPassIters = 6
detail_route.wl_per_cell_um = 30.3
drtIter0Drc = 2961
vias = 39300
drtAntennaViolNets = 0
drc_errors = 0

[placement]
routabilityCongestion = 0.916
place_ws_ps = 39380
number_of_buffer_cells_added_on_primary_ports = 33
dp_hpwl_mm = 118
numPlacedInstances = 6031

[floorplan]
core.rowCount = 146
coreArea_mm2 = 0.159
die_y_um = 402
floorplan.die_area_mm2 = 0.162
die_w_um = 402
io_pins = 35
floorplanUtilization_pct = 50.5

[global_route]
overflow = 0
initial_antenna_violation_count = 2
vias_in_the_first_global_route = 42400
grt_first_pass_wirelength_mm = 284
track_usage_pct = 27.6
grt_start_max_net_pins = 106

[flow_run]
max-cap-violations = 0
openroad_warning_count = 30
[synthesized netlist by cell type, drive strengths merged, types with 2 or more instances]
cell,instances
and2,4
a41oi,7
clkbuf,126
nor2,295
buf,124
dfxtp,25
o21ai,62
mux2i,315
a221oi,59
nor3,40
inv,4
mux4,350
a22oi,98
a21oi,71
nand4,26
or2,2
or3,7
o31ai,11
nor2b,30
nand2b,6
a2111oi,7
a22o,4
nand3,39
clkinv,3
nand2,79
a31o,7
xor2,7
o22ai,65
edfxtp,2048
a211oi,43
or4,8
o221ai,39
[final timing paths]
kind | from | slack (ps) | to
worst min register to register | rWriteData[2]$_DFF_P_ | 690 | rRAM[170][2]$_DFFE_PP_
worst max-delay path | rReadAddress[1]$_DFF_P_ | 38510 | q[6]
worst max register to register | rWriteAddress[1]$_DFF_P_ | 53710 | rRAM[14][5]$_DFFE_PP_
worst min-delay path | rWriteData[2]$_DFF_P_ | 690 | rRAM[170][2]$_DFFE_PP_
[flip-flops by register name, indices dropped and copies added, names as in the netlist]
register	count
rReadAddress	8
rWriteEnable	1
rRAM	2048
rWriteAddress	8
rWriteData	8
[per-stage QoR]
step                      instance area (µm²)  hold slack, ps
after floorplan                         80100             918
after global placement                  83000             705
after detailed placement                83000             710
after CTS                               89400             711
after global routing                    89400             734
final                                   89400             695
[power by group through the flow]
| stage | clock, W | sequential (W) | combinational, W |
|---|---|---|---|
| CTS | 0.00130 | 0.00168 | 0.000146 |
| global route | 0.00136 | 0.00168 | 0.000155 |
| finish | 0.00128 | 0.00168 | 0.000145 |
[layer usage]
layer	vias up	global-route usage, %	part of all wire (%)
met3	320	17.8	15
met4	16	6.74	3.4
met5	-	3.12	0.36
met2	2013	38.3	47
met1	19900	40.2	34
li1	17000	-	-
[layout make-up]
| type | count | area (µm²) | share of cell area, % |
|---|---|---|---|
| Tap cell | 2072 | 2590 | 2.90 |
| Inverter | 7 | 26.3 | 0.0294 |
| Sequential cell | 2073 | 62000 | 69.4 |
| Clock inverter | 115 | 967 | 1.08 |
| Clock buffer | 260 | 5410 | 6.05 |
| Antenna cell | 8 | 20.0 | 0.0224 |
| Multi-Input combinational cell | 1694 | 16900 | 18.8 |
| Timing Repair Buffer | 185 | 1500 | 1.67 |
[critical path, stage by stage (launching register included)]
cell	delay, ps
sky130_fd_sc_hd__dfxtp_4	710
sky130_fd_sc_hd__buf_4	530
sky130_fd_sc_hd__buf_4	510
sky130_fd_sc_hd__buf_4	510
sky130_fd_sc_hd__buf_4	550
sky130_fd_sc_hd__buf_4	500
sky130_fd_sc_hd__buf_4	530
sky130_fd_sc_hd__mux4_2	380
sky130_fd_sc_hd__a22oi_1	160
sky130_fd_sc_hd__a211o_1	310
sky130_fd_sc_hd__nand4b_1	290
sky130_fd_sc_hd__nand4_1	290
sky130_fd_sc_hd__mux2i_1	420
sky130_fd_sc_hd__clkdlybuf4s50_1	550
[cells by family (layout without fill, tap and decap cells)]
logic type,count (synthesis),in the layout,synth area share [%]
multiplexers,665,665,13.8
XOR/XNOR,8,8,0.0875
buffers and inverters,257,567,1.58
AND/OR/NAND/NOR,541,541,2.96
AND-OR/OR-AND,480,480,4.18
other,0,8,0
flip-flops,2073,2073,77.4
Power is estimated from default activity; no workload was simulated.
