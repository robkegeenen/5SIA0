`flow/design.v`:
```
module STATE_CONTROLLER
#(
	parameter INTERFACE_WIDTH = 32,
	parameter INTERFACE_ADDR_WIDTH = 32,
	parameter STATE_BITS = 2853
)
(
	input iClk,
	input iReset,
	input iStall,
	input iStateReadRequest,
	input iStateWriteRequest,
	input iStateSwapRequest,	
	input iDisableShiftIn,
	input iDisableShiftOut,
	input iDisableExec,
	input [INTERFACE_WIDTH-1:0] iReadAddress,
	input [INTERFACE_WIDTH-1:0] iWriteAddress,
	output oStateSwitchHalt,
	output oBusy,
	input iStateDataOut,
	output oStateDataIn,
	output oStateShift,
	output oStateNewIn,
	output oStateOldOut,	
	output oStateMemReadRequest,
	output oStateMemWriteRequest,
	output [INTERFACE_ADDR_WIDTH-1:0]  oStateMemAddress,
	output [INTERFACE_WIDTH-1:0] oStateMemWriteData,
	input [INTERFACE_WIDTH-1:0] iStateMemReadData,
	input iWriteAccept,
	input iReadValid
);	
	function integer CLogB2;
		input [31:0] Depth;
		integer i;
		begin
			i = Depth;		
			for(CLogB2 = 0; i > 0; CLogB2 = CLogB2 + 1)
				i = i >> 1;
		end
	endfunction	
	localparam INTERFACE_WIDTH_LOG2 = CLogB2(INTERFACE_WIDTH-1);
	localparam INTERFACE_WIDTH_ENABLES = CLogB2(INTERFACE_WIDTH/8-1);
	localparam FSM_WIDTH = 3;
	localparam FSM_STATE_RESET = 3'b000;
	localparam FSM_STATE_IDLE = 3'b001;	
	localparam FSM_STATE_SETSIG = 3'b010;
	localparam FSM_STATE_WAITMEM = 3'b011;
	localparam FSM_STATE_SHIFTIN = 3'b110;
	localparam FSM_STATE_SHIFTOUT = 3'b111;
	localparam TYPE_READ = 2'b00;
	localparam TYPE_WRITE = 2'b01;
	localparam TYPE_SWAP = 2'b10;
	localparam TYPE_INVALID = 2'b11;		
	localparam STATE_BITS_WIDTH = CLogB2(STATE_BITS);			
	reg rStateShift;
	reg rNewStateIn;
	reg rOldStateOut;
	reg rStateReadRequest;	
	reg rStateWriteRequest;
	reg rStateSwapRequest;
	reg rStateReadRequest_prev;	
	reg rStateWriteRequest_prev;
	reg rStateSwapRequest_prev;
	reg rDisableShiftIn;
	reg rDisableShiftOut;
	reg rDisableExec;
	reg [FSM_WIDTH-1:0] rState;
	reg [FSM_WIDTH-1:0] rStateNext;
	reg [1:0] rType;
	reg rSwitchHalt;
	reg [STATE_BITS_WIDTH-1:0] rShiftCount;
	reg [INTERFACE_WIDTH-1:0] rSubState;
	reg rFirstBit;
	reg rWriteRequest;
	reg rReadRequest;
	reg rWriteRequest_prev;
	reg rReadRequest_prev;
	reg rHaltShift;
	reg rShiftDone;
	reg rProcessRead;
	wire wWriteAccept = iWriteAccept;
	wire wReadValid = iReadValid;
	wire [INTERFACE_WIDTH-1:0] wDataIn;
	assign oStateDataIn = (rState == FSM_STATE_SHIFTIN) ? rSubState[0] : 1'b1;		
	assign oStateShift = rStateShift;
	assign oStateNewIn = rNewStateIn;
	assign oStateOldOut = rOldStateOut;
	assign oStateSwitchHalt = rSwitchHalt;
	always @(posedge iClk)
	begin
		if (!iReset)
			rState <= rStateNext;
		else			
			rState <= FSM_STATE_RESET;
	end
	always @(rState or iReset or rStateReadRequest or rStateWriteRequest or rStateSwapRequest or iStateReadRequest or iStateWriteRequest or iStateSwapRequest or rType or iStall or rShiftCount or rShiftDone or rDisableShiftIn or rDisableShiftOut or iDisableShiftIn or rStateReadRequest_prev or rStateWriteRequest_prev or rStateSwapRequest_prev)
	begin
		case (rState)
			FSM_STATE_RESET:
				begin
					if (!iReset)
						rStateNext <= FSM_STATE_IDLE;
					else
						rStateNext <= rState;						
				end
			FSM_STATE_IDLE:
				begin										
					if (!rStateReadRequest_prev & rStateReadRequest)
						rStateNext <= FSM_STATE_SETSIG;
					else if  ((!rStateWriteRequest_prev & rStateWriteRequest) | (!rStateSwapRequest_prev & rStateSwapRequest))
						if (!rDisableShiftIn & !iDisableShiftIn)
							rStateNext <= FSM_STATE_SHIFTIN;
						else
							rStateNext <= FSM_STATE_WAITMEM;
					else
						rStateNext <= rState;					
				end
			FSM_STATE_SETSIG:
				begin
					if (rType != TYPE_WRITE)
						if (!rDisableShiftOut)
							rStateNext <= FSM_STATE_SHIFTOUT;
						else
							rStateNext <= FSM_STATE_IDLE;						
					else
						rStateNext <= FSM_STATE_IDLE;
				end
			FSM_STATE_WAITMEM:  
				begin					
					if (|iStall == 1) 
						rStateNext <= rState;
					else						
						rStateNext <= FSM_STATE_SETSIG;					
				end
			FSM_STATE_SHIFTOUT:
				begin					
					if (rShiftDone)
						rStateNext <= FSM_STATE_IDLE;					
					else						
						rStateNext <= rState;
				end
			FSM_STATE_SHIFTIN:
				begin
					if (rShiftDone)
						rStateNext <= FSM_STATE_WAITMEM;
					else	
						rStateNext <= rState;
				end				
			default:
				begin
					rStateNext <= FSM_STATE_RESET;									
				end
		endcase
	end
	integer gInternalShift;
	always @(posedge iClk)
	begin
		rWriteRequest_prev <= rWriteRequest;
		rReadRequest_prev <= rReadRequest;
		if (rState == FSM_STATE_RESET)
			begin
				rSwitchHalt <= 0;
				rFirstBit <= 1;
				rShiftCount <= 0;
				rOldStateOut <= 0;
				rNewStateIn <= 0;		
				rStateShift <= 0;		
				rWriteRequest <= 0;
				rHaltShift <= 0;
				rShiftDone <= 0;
				rProcessRead <= 0;
				rReadRequest <= 0;
			end
		if (rState == FSM_STATE_IDLE)
			begin
				rSwitchHalt <= 0;
				rShiftCount <= 0;
				rFirstBit <= 1;
				rOldStateOut <= 0;
				rNewStateIn <= 0;		
				rStateShift <= 0;						
				rHaltShift <= 0;
				rShiftDone <= 0;
				rProcessRead <= 0;
				rStateReadRequest <= iStateReadRequest;
				rStateWriteRequest <= iStateWriteRequest;
				rStateSwapRequest <= iStateSwapRequest;
				rStateReadRequest_prev <= rStateReadRequest;
				rStateWriteRequest_prev <= rStateWriteRequest;
				rStateSwapRequest_prev <= rStateSwapRequest;
				rDisableShiftIn <= iDisableShiftIn;
				rDisableShiftOut <= iDisableShiftOut;
				rDisableExec <= iDisableExec;
				case ({rStateReadRequest, rStateWriteRequest, rStateSwapRequest})
					3'b100: rType <= TYPE_READ;
					3'b010: rType <= TYPE_WRITE;
					3'b001: rType <= TYPE_SWAP;
					default: rType <= TYPE_INVALID;											
				endcase
			end
		if (rState == FSM_STATE_SETSIG)
			begin				
				rShiftDone <= 0;
				rShiftCount <= 0;
				rFirstBit <= 1;
				rStateShift <= 0;	
				if (!rDisableExec)
					case (rType)
						TYPE_READ: rOldStateOut <= 1'b1;
						TYPE_WRITE: rNewStateIn <= 1'b1;
						TYPE_SWAP:
							begin
								rOldStateOut <= 1'b1;
								rNewStateIn <= 1'b1;
							end
					endcase
			end
		else
			begin
				rOldStateOut <= 1'b0;
				rNewStateIn <= 1'b0;
			end
		if (rState == FSM_STATE_SHIFTIN)	
			begin
				if (rShiftCount[INTERFACE_WIDTH_LOG2-1:0] == 0 & !rReadRequest & !rProcessRead)
					begin
						rReadRequest <= 1;
						rProcessRead <= 0;
					end					
				if (wReadValid)
					begin
						rReadRequest <= 0;						
						rSubState <= wDataIn;
						rProcessRead <= 1;
						rStateShift <= 1;
					end
				if (rShiftCount >= STATE_BITS-1)
					rStateShift <= 0;
				if (rShiftCount < STATE_BITS)
					begin										
							if (rProcessRead)
								begin
									if (rShiftCount[INTERFACE_WIDTH_LOG2-1:0] == INTERFACE_WIDTH-1)
										begin
											rProcessRead <=0;
											rStateShift <= 0;
										end
									rShiftCount <= rShiftCount + 1'd1;			
									for (gInternalShift=1; gInternalShift<INTERFACE_WIDTH; gInternalShift=gInternalShift+1)
										begin
											rSubState[gInternalShift-1] <= rSubState[gInternalShift];
										end
								end
					end										
				else
					begin						
						rShiftDone <= 1;
					end			
			end
		if (rState == FSM_STATE_SHIFTOUT)	
			begin
				rSwitchHalt <= 0;				
				rFirstBit <= 0;
				if (rShiftCount < STATE_BITS)
					begin
						if (!rWriteRequest & !rFirstBit)																						
								rShiftCount <= rShiftCount + 1'd1;															
					end
				else
					begin
						rStateShift <= 1'b0;						
						rWriteRequest <= 1'b1;					
						rHaltShift <= 1'b1;
					end
				if (rShiftCount[INTERFACE_WIDTH_LOG2-1:0] == INTERFACE_WIDTH-2)
					begin
						rHaltShift <= 1;						
					end
				if (!rHaltShift)
					begin
						rStateShift <= 1;						
					end
				else
					rStateShift <= 0;
				rWriteRequest <= rHaltShift;
				if (!rWriteRequest)
					begin						
						rSubState[rShiftCount[INTERFACE_WIDTH_LOG2-1:0]] <= iStateDataOut ;						
					end				
			end
		if (rState == FSM_STATE_WAITMEM)
			begin
				rSwitchHalt <= 1;
			end
		if (wWriteAccept)
			begin
				rSubState <= 32'b1;
				rWriteRequest <= 0;
				rHaltShift <= 0;
				rStateShift <= 1;		
				if (rShiftCount == STATE_BITS)
					rShiftDone <= 1;
			end			
	end
	assign oStateMemWriteData= rSubState;
	assign oStateMemAddress = {(rShiftCount[STATE_BITS_WIDTH-1:5]-(rReadRequest ? 0: 1)+(rShiftCount == STATE_BITS) + (rReadRequest ? iWriteAddress: iReadAddress)), {(INTERFACE_WIDTH_ENABLES){1'b0}}};	
	assign wDataIn = iStateMemReadData;
	assign oStateMemReadRequest = rReadRequest & !rReadRequest_prev;
	assign oStateMemWriteRequest = rWriteRequest & !rWriteRequest_prev;
	assign oBusy = (rState != FSM_STATE_IDLE);
endmodule
```
`flow/run.sh`:
```
#!/bin/bash
# OpenROAD 26Q1-2900-gdf79404cd8, Yosys 0.63+post, stock flow scripts
make -C /OpenROAD-flow-scripts/flow DESIGN_CONFIG=/design/flow/config.mk WORK_HOME=/design/flow/orfs finish
```
`flow/config.mk`:
```
export PLATFORM = sky130hd
export DESIGN_NAME = STATE_CONTROLLER
export DESIGN_NICKNAME = STATE_CONTROLLER
export VERILOG_FILES = /design/flow/design.v
export SDC_FILE = /design/flow/constraint.sdc
export NUM_CORES = 4
export LEC_CHECK = 1
export CORE_UTILIZATION = 30
```
`flow/constraint.sdc`:
```
current_design STATE_CONTROLLER

set clk_period 11.9
set clk_io_pct 0.2

create_clock -name clk0 -period $clk_period [get_ports {iClk}]

set non_clock_inputs [all_inputs -no_clocks]
set_input_delay [expr $clk_period * $clk_io_pct] -clock clk0 $non_clock_inputs
set_output_delay [expr $clk_period * $clk_io_pct] -clock clk0 [all_outputs]
```
==> out/results.env <==
NETSW_mW=0.202
ACHIEVABLE-FREQUENCY_MHz=122
SETUP_VIOLATIONS=0
TOTAL_LEAKAGE_POWER_nW=3.06
SYNTH.TOP_CELLS.BY_AREA='sky130_fd_sc_hd__dfxtp_1 20%, sky130_fd_sc_hd__ha_1 8.3%, sky130_fd_sc_hd__edfxtp_1 5.7%, sky130_fd_sc_hd__mux2_2 5.5%, sky130_fd_sc_hd__a21oi_1 5.0%'
YOSYS_WARNINGS=1
IO_PINS=180
SYNTH_CELLS=777
FP.DIEH_UM=147
SYNTH.LIB_CELLS_USED.DISTINCT=76
HOLD_VIOL_FINAL=0
REGMOSTFLOPS='rSubState'
AREA_GROWTH_SYN_TO_LAYOUT_PCT=35.4
YS.FLOPS=75
PLACEMENT_ROWS=52
CP_DATA_ARRIVAL_TIME_NS=5.84
GLOBAL_ROUTE_WIRE_LENGTH_BEFORE_REPAIR_MM=30.4
GRT_OVERFLOW=0
WORST-SETUP-PATH-TYPE='input pin to primary output'
POST_CTS_RESIZED=0
NATURE_OF_THE_CRITICAL_PATH_ENDPOINT='primary output'
RUN_STATUS='completed'
EDF_COUNT=12
NETLIST.AREA_LEADER.SHARE_PCT=19.9
WORST_HOLD_CHECK_PATH_TYPE='flop to flop'
LARGESTREGISTERS='rSubState x32, rShiftCount x12, rState x6'
NUMBER_OF_INSTANCES_IN_THE_PLACED_DESIGN=1186
DIEAREA_UM2=21700
CELLPOWERDENSITY_nW_PER_UM2=92.8
CPPEAKSTAGEDELAY_NS=0.50
POST_ROUTE_CELLS_DRIVE_ABOVE_1_SHARE_PCT=9.33
CRITICAL_PATH_CELL_WITH_THE_HIGHEST_STAGE_DELAY='sky130_fd_sc_hd__clkdlybuf4s50_1'
CRITICAL_PATH_CELL_LIST='clkdlybuf4s50_1 -> mux2_2 -> ha_1 -> fa_1 -> a21oi_1 -> o211ai_1 -> a221oi_2 -> o21ai_2 -> a31oi_4 -> o21a_1 -> xnor2_1 -> clkdlybuf4s50_1'
RELSLEWSLACK_PCT=42.6
INITCOREUTIL_PCT=31.0
CLOCKBUFFERDEPTH=2
ANTENNA_CELLS=0
CTS_INSERTED_BUFFERS=9
MOST_USED_CELL_CP='sky130_fd_sc_hd__clkdlybuf4s50_1'
CTS_HOLD_BUFFERS=0
POWER.SWITCHING_FRACTION_PCT=25.4
SYNTH.COMB.LARGEST_FAMILY='AND-OR/OR-AND gates'
FF_TYPE='sky130_fd_sc_hd__dfxtp_1'
FILLCELLCOUNT=2034
ANTENNA_FOUND_INITIAL=0
HTREEDEPTH=3
FIRST_PASS_ITERS=5
AVGSYNTHCELLAREA_UM2=8.15
CP_MAX_FO=4
MAXCAPVIOLATIONS=0
DIE-WIDTH_UM=147
FINAL_CORE_UTILIZATION_PCT=42.0
SETUP_REPAIR_AFTER_GLOBAL_ROUTING_MISSED_ITS_MARGIN='false'
YS_ASYNC_SR_FRACTION_PCT=0
FIRST_GLOBAL_VIAS=5877
VDD.IR_DROP.WORST_mV=0.0939
VIA_PER_INST=5.23
INSTANCES_NO_FILL=1202
CTS_ROOT_BUF='sky130_fd_sc_hd__clkbuf_16'
CPLARGESTDELAYFAMILY='AND-OR/OR-AND gates'
FINALCLOCKSKEW_NS=0.00797
DRT-TOTAL-WL_MM=19.0
YS_SEQ_SHARE_PCT=25.6
MAXIMUM_NUMBER_OF_PINS_ON_ONE_NET_BEFORE_GLOBAL_ROUTE_REPAIR=40
SEQUENTIALPOWERSHARE_PCT=34.0
FINAL_ANTENNA_NET_COUNT=0
POST_SYNTH_AO_OA_AREA_FRACTION_PCT=29.0
WORSTPATHBUFFERINVERTERCOUNT=2
SYNTH_XOR_XNOR_AREA_SHARE_PCT=5.12
DRC=0
POST_SYNTH_AND_OR_NAND_NOR_AREA_FRACTION_PCT=19.7
YS_CELLS=777
WIRE_PER_INST_UM=15.8
TRITONCTS='yes'
TOOL_WARNINGS=36
MIN_PERIOD_OVER_PERIOD_PCT=69.1
POWER.CLOCK.FRACTION_PCT=40.0
SETUP-TNS-FINAL_NS=0
WORST_HOLD_SLACK_NS=0.431
NETLIST.TOP_CELL.BY_AREA='sky130_fd_sc_hd__dfxtp_1'
FINALCRITICALPERIOD_NS=8.22
SYNTH_ADDER_AREA_SHARE_PCT=8.62
FP.COREAREA_UM2=20400
SLEW_VIOLATIONS=0
ROUTE.VIAS.TOTAL=6285
GLOBAL_ROUTE.USAGE.TOTAL_PCT=17.6
CP-START-KIND='input pin'
PLACEDINSTANCEAREA_UM2=8230
DR.FIRST_ITER.DRC_COUNT=318
WORST_SETUP_HOLD_PATH_CLK_SLEW_NS=0.06
CTS.REPAIR_TIMING.SETUP_BUFFER_COUNT=0
DP_HPWL_MM=14.3
PORT_BUFFER_COUNT=173
SYN_AREA_UM2=6330
LARGEST_REGISTER_FFS=32
SYNTH.YOSYS.CHIP_AREA_UM2=6330
POSTLAYOUTCELLAREA_UM2=8570
WORSTMARGINPINSLEW_NS=0.860
CELLINTERNALPOWER_mW=0.594
GP_CONGESTION=0.868
PART_OF_THE_TOTAL_POWER_DISSIPATED_IN_COMBINATIONAL_LOGIC_PCT=26.0
YS_SH_MUX_PCT=6.15
CTS.SINK_COUNT=75
CLOCK_LATENCY_NS=0.34
CRITPATHREQUIREDTIME_NS=9.52
==> cell usage after synthesis (6+ instances only) <==
cell and count:
sky130_fd_sc_hd__a211oi_1 8, sky130_fd_sc_hd__a21o_1 15, sky130_fd_sc_hd__a21oi_1 63, sky130_fd_sc_hd__a22o_1 7, sky130_fd_sc_hd__a22oi_1 6, sky130_fd_sc_hd__a2bb2oi_1 6
sky130_fd_sc_hd__a31oi_1 7, sky130_fd_sc_hd__and2_1 6, sky130_fd_sc_hd__and3_1 9, sky130_fd_sc_hd__buf_2 9, sky130_fd_sc_hd__clkbuf_1 23, sky130_fd_sc_hd__dfxtp_1 63
sky130_fd_sc_hd__edfxtp_1 12, sky130_fd_sc_hd__ha_1 42, sky130_fd_sc_hd__inv_1 31, sky130_fd_sc_hd__mux2_2 31, sky130_fd_sc_hd__nand2_1 72, sky130_fd_sc_hd__nand2b_1 14
sky130_fd_sc_hd__nand3_1 18, sky130_fd_sc_hd__nand3b_1 14, sky130_fd_sc_hd__nand4_1 6, sky130_fd_sc_hd__nor2_1 64, sky130_fd_sc_hd__nor2b_1 8, sky130_fd_sc_hd__nor3_1 13
sky130_fd_sc_hd__nor3b_1 6, sky130_fd_sc_hd__o211ai_1 11, sky130_fd_sc_hd__o21a_1 10, sky130_fd_sc_hd__o21ai_0 53, sky130_fd_sc_hd__o221ai_1 18, sky130_fd_sc_hd__o22ai_1 6
sky130_fd_sc_hd__o31ai_1 7, sky130_fd_sc_hd__or2_2 6, sky130_fd_sc_hd__xnor2_1 25, sky130_fd_sc_hd__xor2_1 12
==> placed cells by master (no fill, tap or decap), types with 25 or more instances in the layout <==
cell type / n
sky130_fd_sc_hd__mux2_2: 31
sky130_fd_sc_hd__xnor2_1: 25
sky130_fd_sc_hd__nand2_1: 72
sky130_fd_sc_hd__a21oi_1: 62
sky130_fd_sc_hd__clkdlybuf4s50_1: 173
sky130_fd_sc_hd__inv_1: 31
sky130_fd_sc_hd__o21ai_0: 53
sky130_fd_sc_hd__dfxtp_1: 63
sky130_fd_sc_hd__ha_1: 42
sky130_fd_sc_hd__nor2_1: 64
==> layer usage <==
layer / wire, um / part of all wire [%] / up-vias / global-route usage, %
li1: - / - / 3179 / -
met1: 8990 / 47 / 2897 / 25.3
met2: 8650 / 45 / 189 / 28.3
met3: 1160 / 6.1 / 20 / 3.04
met4: 246 / 1.3 / 0 / 2.84
met5: 0 / 0 / - / 0
==> power groups by stage <==
stage         logic, mW  registers, mW  clock network [mW]
global route      0.229          0.271               0.336
finish            0.207          0.270               0.318
CTS               0.209          0.271               0.322
==> area by class of cell <==
cell class	count	area (um^2)	share of cell area, %
clock buffer	9	225	2.63
clock inverter	7	123	1.43
inverter	31	116	1.36
multi-input combinational	628	4350	50.8
sequential	75	1620	18.9
tap	270	338	3.94
timing repair buffer	182	1800	21.0
==> cells by family (layout without fill, tap and decap cells) <==
kind of cell	after synthesis	after routing
compound gates	262	262
simple gates	249	249
flops	75	75
buf+inv	75	229
fa+ha+maj	43	43
xor+xnor	37	37
mux	35	35
other cells	1	2
==> through the flow <==
stage	power, mW	setup WS (ns)
floorplan	0.377	4.97
global placement	0.484	3.64
detailed placement	0.484	3.65
CTS	0.802	3.63
global route	0.836	3.43
finish	0.795	3.68
==> path summary, 6_finish.rpt <==
kind	startpoint	to	slack, ns	cells after the start
worst min register to register	rWriteRequest$_SDFFE_PP0P_	rWriteRequest_prev$_DFF_P_	0.43	0
worst max register to register	rShiftCount[0]$_DFF_P_	rSubState[30]$_SDFF_PP0_	8.79	9
worst max-delay path	iReadAddress[0]	oStateMemAddress[26]	3.68	12
worst min-delay path	rWriteRequest$_SDFFE_PP0P_	rWriteRequest_prev$_DFF_P_	0.43	0
Power figures rest on the tool's default switching activity, not on a simulated workload.
