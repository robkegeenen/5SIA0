**./design.v**
```verilog
module ARBITER_RR
#
(
	parameter NUM_PORTS = 1,
	parameter NUM_PORTS_WIDTH = 1
)
(
	input iClk,
	input iReset,
	input [NUM_PORTS-1:0] iRequest,
	output [NUM_PORTS-1:0] oGrant,
	output [NUM_PORTS_WIDTH-1:0] oSelected,
	output oActive,
	input  iPortBusy
);
	function [NUM_PORTS_WIDTH-1:0] findNext;
		input [NUM_PORTS-1:0] wRequest;	
		integer i;		
		begin
			findNext = 0;
			for (i=NUM_PORTS-1; i >= 0; i = i - 1)
				if (wRequest[i])
					findNext = i[NUM_PORTS_WIDTH-1:0];
		end
	endfunction
	reg [NUM_PORTS_WIDTH-1:0] rLast;
	reg rActive;
	wire [NUM_PORTS*2-1:0] wRequest_Concat = {iRequest, iRequest};
	wire [NUM_PORTS-1:0] wRequestHorizon = wRequest_Concat[(rLast+1'd1) +:NUM_PORTS];
	wire [NUM_PORTS_WIDTH:0] wNext_tmp = findNext(wRequestHorizon) + rLast + 1'd1;
	wire [NUM_PORTS_WIDTH-1:0] wNext = (wNext_tmp < NUM_PORTS) ? wNext_tmp[NUM_PORTS_WIDTH-1:0] : wNext_tmp - NUM_PORTS;
	always @(posedge iClk)
	begin
		if (iReset)
			begin
				rLast <= NUM_PORTS-1'd1;		
				rActive <= 1'b0;
			end
		else
			begin		
				if (!iPortBusy)
					begin
						if (iRequest[wNext])
							rLast <= wNext;					
						rActive <= iRequest[wNext];
					end
			end		
	end
	assign oGrant = rActive << rLast;
	assign oSelected = rLast;
	assign oActive = rActive;		 
endmodule
module DTL_ARBITER
#
(
	parameter INTERFACE_WIDTH = 32,
	parameter INTERFACE_ADDR_WIDTH = 32,
	parameter INTERFACE_BLOCK_WIDTH = 5,
	parameter NUM_PORTS = 2,
	parameter INTERFACE_NUM_ENABLES = INTERFACE_WIDTH/8
)
(
	input iClk,
	input iReset,
	input  [NUM_PORTS-1:0]								iDTL_IN_CommandValid,
	output [NUM_PORTS-1:0]								oDTL_IN_CommandAccept,
	input  [NUM_PORTS*INTERFACE_ADDR_WIDTH-1:0]  iDTL_IN_Address,
	input  [NUM_PORTS-1:0]								iDTL_IN_CommandReadWrite,
	input  [NUM_PORTS*INTERFACE_BLOCK_WIDTH-1:0] iDTL_IN_BlockSize,
	output [NUM_PORTS-1:0]								oDTL_IN_ReadValid,
	output [NUM_PORTS-1:0]								oDTL_IN_ReadLast,	
	input  [NUM_PORTS-1:0]								iDTL_IN_ReadAccept,
	output [NUM_PORTS*INTERFACE_WIDTH-1:0] 		oDTL_IN_ReadData,
	input  [NUM_PORTS-1:0]								iDTL_IN_WriteValid,		
	input  [NUM_PORTS-1:0]								iDTL_IN_WriteLast,
	output [NUM_PORTS-1:0]								oDTL_IN_WriteAccept,	
	input  [NUM_PORTS*INTERFACE_NUM_ENABLES-1:0] iDTL_IN_WriteEnable,	
	input  [NUM_PORTS*INTERFACE_WIDTH-1:0] 		iDTL_IN_WriteData,
	input 										iDTL_OUT_CommandAccept,
	input 										iDTL_OUT_WriteAccept,
	input 										iDTL_OUT_ReadValid,
	input 										iDTL_OUT_ReadLast,
	input [INTERFACE_WIDTH-1:0] 			iDTL_OUT_ReadData,
	output 										oDTL_OUT_CommandValid,
	output 										oDTL_OUT_WriteValid,	
	output 										oDTL_OUT_CommandReadWrite,
	output [INTERFACE_NUM_ENABLES-1:0] 	oDTL_OUT_WriteEnable,	
	output [INTERFACE_ADDR_WIDTH-1:0] 	oDTL_OUT_Address,
	output [INTERFACE_WIDTH-1:0] 			oDTL_OUT_WriteData,
	output [INTERFACE_BLOCK_WIDTH-1:0] 	oDTL_OUT_BlockSize,
	output 										oDTL_OUT_WriteLast,
	output 										oDTL_OUT_ReadAccept	
);
	function integer CLogB2;
		input [31:0] Depth;
		integer i;
		begin
			i = Depth;		
			for(CLogB2 = 0; i > 0; CLogB2 = CLogB2 + 1)
				i = i >> 1;
		end
	endfunction	
	function [NUM_PORTS-1:0] FindBE;
		input [NUM_PORTS*(INTERFACE_WIDTH / 8)-1:0] inputBE;
		integer i;
		reg [(INTERFACE_WIDTH / 8)-1:0] foundBE;
		reg [(INTERFACE_WIDTH / 8)-1:0] currBE;
		begin
			foundBE=0;
			FindBE=0;			
			for(i=0; i < NUM_PORTS; i=i+1)
				begin
					currBE=inputBE[(i+1)*(INTERFACE_WIDTH / 8)-1-:(INTERFACE_WIDTH / 8)];
					if ( !( |(foundBE & currBE) ) )
						begin
							foundBE = foundBE | currBE;
							FindBE[i] = 1'b1;
						end
				end			
		end
	endfunction				
	localparam NUM_PORTS_WIDTH = CLogB2(NUM_PORTS-1);
	wire 										wDTL_IN_CommandValid[NUM_PORTS-1:0];
	wire 										wDTL_IN_CommandAccept[NUM_PORTS-1:0];
	wire [INTERFACE_ADDR_WIDTH-1:0]  wDTL_IN_Address[NUM_PORTS-1:0];
	wire 										wDTL_IN_CommandReadWrite[NUM_PORTS-1:0];
	wire [INTERFACE_BLOCK_WIDTH-1:0] wDTL_IN_BlockSize[NUM_PORTS-1:0];
	wire 										wDTL_IN_ReadValid[NUM_PORTS-1:0];
	wire 										wDTL_IN_ReadLast[NUM_PORTS-1:0];
	wire 										wDTL_IN_ReadAccept[NUM_PORTS-1:0];
	wire [INTERFACE_WIDTH-1:0] 		wDTL_IN_ReadData[NUM_PORTS-1:0];
	wire 										wDTL_IN_WriteValid[NUM_PORTS-1:0];
	wire 										wDTL_IN_WriteLast[NUM_PORTS-1:0];
	wire 										wDTL_IN_WriteAccept[NUM_PORTS-1:0];
	wire [INTERFACE_NUM_ENABLES-1:0] wDTL_IN_WriteEnable[NUM_PORTS-1:0];	
	wire [INTERFACE_WIDTH-1:0] 		wDTL_IN_WriteData[NUM_PORTS-1:0];
	wire [NUM_PORTS_WIDTH-1:0] wSelected;
	wire [NUM_PORTS-1:0] wGrant;
	wire wActive;
	wire [INTERFACE_ADDR_WIDTH-1:0] wSelectedAddress = wDTL_IN_Address[wSelected];
	wire [NUM_PORTS-1:0]  wGrantParallel;
	wire [NUM_PORTS-1:0] wNonConflictingEnable_WRITE;
	wire [NUM_PORTS*(INTERFACE_ADDR_WIDTH / 8)-1:0] wDTL_IN_WriteValid_wide;
	wire [NUM_PORTS-1:0] wMaskRequest_WRITE;
	wire [NUM_PORTS*(INTERFACE_ADDR_WIDTH / 8)-1:0] wMaskRequest_WRITE_wide;
	wor [INTERFACE_NUM_ENABLES-1:0] wEnableOut_WRITE;
	wor [INTERFACE_WIDTH-1:0] wDataOut_WRITE;
	reg rPortBusy;
	genvar gCurrPort;
	generate
		for (gCurrPort=0; gCurrPort < NUM_PORTS; gCurrPort = gCurrPort + 1)
			begin : CheckAddresses	
				assign wGrantParallel[gCurrPort] = (wSelectedAddress == wDTL_IN_Address[gCurrPort] & wDTL_IN_CommandReadWrite[gCurrPort] & wActive) | (wSelectedAddress == wDTL_IN_Address[gCurrPort] & !wDTL_IN_CommandReadWrite[gCurrPort] & wActive & wNonConflictingEnable_WRITE[gCurrPort] & wDTL_IN_WriteValid[gCurrPort]) | wGrant[gCurrPort];  
			end
	endgenerate
	generate
		for (gCurrPort=0; gCurrPort < NUM_PORTS; gCurrPort = gCurrPort + 1)
			begin : ArbiterPorts						
				assign oDTL_IN_ReadData[(gCurrPort+1)*INTERFACE_WIDTH-1 : gCurrPort*INTERFACE_WIDTH] = wDTL_IN_ReadData[gCurrPort][INTERFACE_WIDTH-1:0];
				assign wDTL_IN_Address[gCurrPort] = iDTL_IN_Address[(gCurrPort*INTERFACE_ADDR_WIDTH)+INTERFACE_ADDR_WIDTH-1 : gCurrPort*INTERFACE_ADDR_WIDTH];
				assign wDTL_IN_BlockSize[gCurrPort] = iDTL_IN_BlockSize[(gCurrPort*INTERFACE_BLOCK_WIDTH)+INTERFACE_BLOCK_WIDTH-1 : gCurrPort*INTERFACE_BLOCK_WIDTH];
				assign wDTL_IN_WriteEnable[gCurrPort] = iDTL_IN_WriteEnable[(gCurrPort*INTERFACE_NUM_ENABLES)+INTERFACE_NUM_ENABLES-1 : gCurrPort*INTERFACE_NUM_ENABLES];
				assign wDTL_IN_WriteData[gCurrPort] = iDTL_IN_WriteData[(gCurrPort*INTERFACE_WIDTH)+INTERFACE_WIDTH-1 : gCurrPort*INTERFACE_WIDTH];
				assign oDTL_IN_CommandAccept[gCurrPort] = wDTL_IN_CommandAccept[gCurrPort];
				assign oDTL_IN_ReadValid[gCurrPort] = wDTL_IN_ReadValid[gCurrPort];
				assign oDTL_IN_ReadLast[gCurrPort] = wDTL_IN_ReadLast[gCurrPort];
				assign oDTL_IN_WriteAccept[gCurrPort] = wDTL_IN_WriteAccept[gCurrPort];
				assign wDTL_IN_CommandValid[gCurrPort] = iDTL_IN_CommandValid[gCurrPort];
				assign wDTL_IN_CommandReadWrite[gCurrPort] = iDTL_IN_CommandReadWrite[gCurrPort];
				assign wDTL_IN_ReadAccept[gCurrPort] = iDTL_IN_ReadAccept[gCurrPort];
				assign wDTL_IN_WriteValid[gCurrPort] = iDTL_IN_WriteValid[gCurrPort];
				assign wDTL_IN_WriteValid_wide[(gCurrPort+1)*(INTERFACE_WIDTH / 8)-1:(gCurrPort)*(INTERFACE_WIDTH / 8)] = {(INTERFACE_WIDTH / 8){wDTL_IN_WriteValid[gCurrPort]}};
				assign wDTL_IN_WriteLast[gCurrPort] = iDTL_IN_WriteLast[gCurrPort];
				assign wMaskRequest_WRITE[gCurrPort] = (wSelectedAddress == wDTL_IN_Address[gCurrPort]);
				assign wMaskRequest_WRITE_wide[(gCurrPort+1)*(INTERFACE_WIDTH / 8)-1:(gCurrPort)*(INTERFACE_WIDTH / 8)] = {(INTERFACE_WIDTH / 8){wMaskRequest_WRITE[gCurrPort]}};		
				assign wDTL_IN_CommandAccept[gCurrPort] = iDTL_OUT_CommandAccept & (wGrantParallel[gCurrPort] | !wActive);
				assign wDTL_IN_ReadValid[gCurrPort] = iDTL_OUT_ReadValid & (wGrantParallel[gCurrPort]);
				assign wDTL_IN_ReadLast[gCurrPort] = iDTL_OUT_ReadLast & (wGrantParallel[gCurrPort]);
				assign wDTL_IN_WriteAccept[gCurrPort] = iDTL_OUT_WriteAccept & (wGrantParallel[gCurrPort]);
				assign wDTL_IN_ReadData[gCurrPort] = (wGrantParallel[gCurrPort]) ? iDTL_OUT_ReadData : {(INTERFACE_WIDTH){1'b0}};
				assign wEnableOut_WRITE = wDTL_IN_WriteEnable[gCurrPort] & {(INTERFACE_NUM_ENABLES){wGrantParallel[gCurrPort]}};
				assign wDataOut_WRITE = wDTL_IN_WriteData[gCurrPort] & {(INTERFACE_WIDTH){wGrantParallel[gCurrPort]}};	
			end
			assign oDTL_OUT_CommandValid =   wDTL_IN_CommandValid[wSelected]  ;
			assign oDTL_OUT_WriteValid =     wDTL_IN_WriteValid[wSelected]  ;			
			assign oDTL_OUT_CommandReadWrite =     wDTL_IN_CommandReadWrite[wSelected]  ;						
			assign oDTL_OUT_BlockSize =   wDTL_IN_BlockSize[wSelected]  ;
			assign oDTL_OUT_WriteLast =   wDTL_IN_WriteLast[wSelected]  ;
			assign oDTL_OUT_ReadAccept =   wDTL_IN_ReadAccept[wSelected]  ;
			assign oDTL_OUT_Address =    wDTL_IN_Address[wSelected]  ;	
			if(NUM_PORTS > 1)
				begin
					assign wNonConflictingEnable_WRITE = FindBE(iDTL_IN_WriteEnable & wDTL_IN_WriteValid_wide & wMaskRequest_WRITE_wide);
					assign oDTL_OUT_WriteEnable =  wActive ? wEnableOut_WRITE : {(INTERFACE_NUM_ENABLES){1'b0}} ;
					assign oDTL_OUT_WriteData = wActive ?  wDataOut_WRITE : {(INTERFACE_ADDR_WIDTH){1'b0}} ;					
				end
			else
				begin
					assign wNonConflictingEnable_WRITE[0] = 1'b1;
					assign oDTL_OUT_WriteEnable =  wActive ? wDTL_IN_WriteEnable[wSelected] : {(INTERFACE_NUM_ENABLES){1'b0}} ;
					assign oDTL_OUT_WriteData = wActive ? wDTL_IN_WriteData[wSelected] : {(INTERFACE_WIDTH){1'b0}};
				end		
	endgenerate	
	always @(posedge iClk)
	begin		
		if (iReset )
			rPortBusy <= 1'b0;
		else
			begin				
				if (oDTL_OUT_CommandValid)
					rPortBusy <= 1'b1;
				if (iDTL_OUT_ReadValid | iDTL_OUT_WriteAccept)
					rPortBusy <= 1'b0;
			end				
	end
	generate	
		if (NUM_PORTS > 1)
			begin				
				ARBITER_RR 
				#(
						.NUM_PORTS(NUM_PORTS),
						.NUM_PORTS_WIDTH(NUM_PORTS_WIDTH)
				)
				arbiter_inst	
				(
					.iClk(iClk),
					.iReset(iReset),
					.iRequest(iDTL_IN_CommandValid),
					.oGrant(wGrant),
					.oSelected(wSelected),
					.oActive(wActive),
					.iPortBusy(  (rPortBusy & !(iDTL_OUT_ReadValid | iDTL_OUT_WriteAccept)))
				);
			end
		else  
			begin
				assign wGrant = 1'b1;
				assign wSelected = 1'd0;
				assign wActive = 1'b1;
			end
	endgenerate
endmodule
```
**./constraint.sdc**
```tcl
current_design DTL_ARBITER

set clk_period 10.6
set clk_io_pct 0.2

create_clock -name clk0 -period $clk_period [get_ports {iClk}]

set non_clock_inputs [all_inputs -no_clocks]
set_input_delay [expr $clk_period * $clk_io_pct] -clock clk0 $non_clock_inputs
set_output_delay [expr $clk_period * $clk_io_pct] -clock clk0 [all_outputs]
```
**./run.sh**
```bash
#!/bin/bash
# OpenROAD 26Q1-2900-gdf79404cd8, Yosys 0.63+post, stock flow scripts
make -C /OpenROAD-flow-scripts/flow DESIGN_CONFIG=/design/flow/config.mk WORK_HOME=/design/flow/orfs finish
```
**./config.mk**
```make
export PLATFORM = sky130hd
export DESIGN_NAME = DTL_ARBITER
export DESIGN_NICKNAME = DTL_ARBITER
export VERILOG_FILES = /design/flow/design.v
export SDC_FILE = /design/flow/constraint.sdc
export NUM_CORES = 4
export LEC_CHECK = 1
export CORE_AREA = 10 10 165 165
export DIE_AREA = 0 0 175 175
```
==> reports/results.ini <==
[status]
result_of_the_run=completed

[place]
dp_hpwl_mm=15.9
place_area_um2=6730
io_buf_count=343
number_of_placed_instances_taps_included=1061
gp_congestion=0.821

[global_route]
antenna_violations_before_repair=0
grt_first_pass_wirelength_mm=28.2
globalRouteOverflowTotal=0
grt_util_all_layers=0.116
grt_pass1_vias=4634
grt_max_degree=52

[cts]
cts.sink_count=3
cts_buffers=3
worstSkewPairLatency_ns=0.22
htree_levels=1
cts.repair.resized=0
cts_hold_buf=0
clkTransAtPathRegs_ns=0.03
cts_root_buf=clkbuf_16
cts_setup_buffers=0
clockBufferDepth=2
cts_tree=done

[sta]
hold_viol=0
skew_ns=0.000145
fmax_mhz=130
final-max-slew-violation-count=0
slew_headroom=0.474
fin_hold_ws_ns=0.477
finalSetupViolations=0
final.period_utilization=0.723
totalNegativeSetupSlack_ns=0
worstMarginPinSlew_ns=0.786
grt_setup_unrepaired=false
period_minus_slack_ns=7.67

[setup_path]
worst-endpoint-arrival_ns=5.55
critical_setup_path_kind=in2out
critical_path.endpoint_type=output port
critical_path_peak_fanout=36
critical_path_required_ns=8.48
start_kind=primary input

[power_and_ir_drop]
total_leakage_power_uw=0.00247
power_per_cell_area_nw_per_um2=51.1
vdd_drop_max_mv=0.0620

[floorplanning]
die-width_um=175
row_count=56
fp-utilization=0.129
core_um2=23500
chipHeight_um=175
design.die.area_um2=30600
pin_count=344

[synthesis]
ys_cells=436
synth-edff-count=0
top_cell_area_share=0.264
synthesis.instances=436
synth.cells.most_frequent=nand2_1, nor2_1, mux2_2, a22oi_1, clkbuf_1
syn_avg_cell_area_um2=6.94
yosys.stat.chipArea_um2=3030
async_reset_ff_frac=0
yosys-top-cells-area=mux2_2, o31ai_2, nand2_1, a22oi_1, nor2_1
ys_seq_elements=3
synth_top_cell_by_area=mux2_2
post_synth_instance_area_um2=3030
seq_area_frac_synth=0.0199
yosysWarnings=2
yosys.cell_types.count=43
synthMostInstantiatedCell=nand2_1
postSynth.topFlopCell=dfxtp_1

[layout]
drive_gt1_frac=0.166
n_fill_cell=2538
syn_to_final_growth_pct=125
regArea_um2=65.1
layoutNonFillerInstCount=1065
area.combinational_um2=2730
finished_cell_area_um2=6810

[detailed_routing]
drt-pass1-iter-count=4
vias_per_cell=4.15
post_drt_wl_per_cell_um=17.7
route.vias.total=4422
detail_route.iter0.violations=184
wl_mm=18.8
number_of_remaining_drc_errors=0
drt.antenna.violating_nets=0
antenna-diode-count=0

[run]
stage_log_warnings=25
cap_viol_max_count=0

[min_path]
worst_min_path_class=reg2reg

==> cells by family (layout without fill, tap and decap cells) <==
kind of cell              after synthesis  after routing  synth area share
AOI/OAI and AO/OA                     103            103             0.307
xor gates and xnor gates               14             14            0.0405
and+or+nand+nor                       188            188             0.279
buffers and inverters                  57            367            0.0893
muxes                                  71             71             0.264
DFF                                     3              3            0.0199
==> path summary, 6_finish.rpt <==
check,startpoint,to,slack [ns],cells after the start
worst max-delay path,iDTL_IN_Address[59],oDTL_OUT_WriteData[30],2.93,9
worst min-delay path,rPortBusy$_SDFFE_PP0P_,genblk4.arbiter_inst.rActive$_SDFFE_PP0N_,0.48,2
worst max register to register,genblk4.arbiter_inst.rLast$_SDFFE_PP1P_,rPortBusy$_SDFFE_PP0P_,8.56,4
worst min register to register,rPortBusy$_SDFFE_PP0P_,genblk4.arbiter_inst.rActive$_SDFFE_PP0N_,0.48,2
==> where the power goes <==
| part | total (µW) | internal [µW] | leakage [µW] | switching (µW) |
|---|---|---|---|---|
| combinational | 270 | 179 | 0.00240 | 90.7 |
| clock | 58.8 | 49.5 | 0.0000382 | 9.27 |
| sequential | 19.4 | 12.2 | 0.0000252 | 7.28 |
| total | 348 | 241 | 0.00247 | 107 |
==> flip-flops by register name, indices dropped and copies added, names as in the netlist <==
register                      count
genblk4.arbiter_inst.rActive      1
genblk4.arbiter_inst.rLast        1
rPortBusy                         1
==> cell usage in the layout (no fill, tap or decap), types with 10 or more instances in the layout <==
cell	netlist	routed
a22oi_1	38	38
mux2_2	71	71
clkdlybuf4s50_1	0	343
nand2_1	81	81
nor2_1	73	73
inv_1	12	12
o31ai_2	29	29
xor2_1	10	10
nor2b_1	11	11
==> final cells by class <==
| cell class | count | share of cell area |
|---|---|---|
| Tap cell | 319 | 0.0586 |
| Multi-Input combinational cell | 376 | 0.401 |
| Timing Repair Buffer | 351 | 0.513 |
| Clock buffer | 4 | 0.0116 |
| Inverter | 12 | 0.00661 |
| Sequential cell | 3 | 0.00955 |
==> worst max-delay path, stage by stage <==
cell and delay, ns:
clkdlybuf4s50_1 0.44, nor2b_1 0.14, a2111oi_1 0.53, nand4_1 0.34, nor4_4 0.60, nor3b_4 0.26
buf_4 0.50, o31ai_1 0.13, clkdlybuf4s50_1 0.44
==> metal layers <==
layer | GRT usage | part of all wire | vias up | wire, µm
li1 | - | - | 2191 | -
met3 | 0.0484 | 0.11 | 8 | 2120
met1 | 0.137 | 0.41 | 1979 | 7660
met4 | 0.00989 | 0.0089 | 0 | 167
met5 | 0 | 0 | - | 0
met2 | 0.198 | 0.47 | 244 | 8880
==> per-stage QoR <==
| step | total power, µW | utilization | setup WS, ns |
|---|---|---|---|
| 2_1_floorplan | 108 | - | 4.55 |
| 3_3_place_gp | 293 | 0.286 | 3.00 |
| 3_5_place_dp | 292 | 0.286 | 3.00 |
| 4_1_cts | 354 | 0.289 | 2.97 |
| 5_1_grt | 376 | 0.289 | 2.76 |
| 6_report | 348 | 0.289 | 2.93 |
Power and IR drop assume default switching activity.
